[config.mk]
export PLATFORM = sky130hd
export DESIGN_NAME = regFile
export DESIGN_NICKNAME = regFile
export VERILOG_FILES = /design/flow/design.v
export SDC_FILE = /design/flow/constraint.sdc
export NUM_CORES = 4
export LEC_CHECK = 1
export CORE_UTILIZATION = 40
[constraint.sdc]
current_design regFile

set clk_period 12.8
set clk_io_pct 0.2

create_clock -name clk0 -period $clk_period [get_ports {clk}]

set non_clock_inputs [all_inputs -no_clocks]
set_input_delay [expr $clk_period * $clk_io_pct] -clock clk0 $non_clock_inputs
set_output_delay [expr $clk_period * $clk_io_pct] -clock clk0 [all_outputs]
[design.v]
module mux2to1(a,b,sel,out);
	parameter width = 32;
	input [0:width-1] a,b;
	input sel;
	output [0:width-1] out;
	assign out[0] = (a[0] & !sel) | (b[0] & sel);
	assign out[1] = (a[1] & !sel) | (b[1] & sel);
	assign out[2] = (a[2] & !sel) | (b[2] & sel);
	assign out[3] = (a[3] & !sel) | (b[3] & sel);
	assign out[4] = (a[4] & !sel) | (b[4] & sel);
	assign out[5] = (a[5] & !sel) | (b[5] & sel);
	assign out[6] = (a[6] & !sel) | (b[6] & sel);
	assign out[7] = (a[7] & !sel) | (b[7] & sel);
	assign out[8] = (a[8] & !sel) | (b[8] & sel);
	assign out[9] = (a[9] & !sel) | (b[9] & sel);
	assign out[10] = (a[10] & !sel) | (b[10] & sel);
	assign out[11] = (a[11] & !sel) | (b[11] & sel);
	assign out[12] = (a[12] & !sel) | (b[12] & sel);
	assign out[13] = (a[13] & !sel) | (b[13] & sel);
	assign out[14] = (a[14] & !sel) | (b[14] & sel);
	assign out[15] = (a[15] & !sel) | (b[15] & sel);
	assign out[16] = (a[16] & !sel) | (b[16] & sel);
	assign out[17] = (a[17] & !sel) | (b[17] & sel);
	assign out[18] = (a[18] & !sel) | (b[18] & sel);
	assign out[19] = (a[19] & !sel) | (b[19] & sel);
	assign out[20] = (a[20] & !sel) | (b[20] & sel);
	assign out[21] = (a[21] & !sel) | (b[21] & sel);
	assign out[22] = (a[22] & !sel) | (b[22] & sel);
	assign out[23] = (a[23] & !sel) | (b[23] & sel);
	assign out[24] = (a[24] & !sel) | (b[24] & sel);
	assign out[25] = (a[25] & !sel) | (b[25] & sel);
	assign out[26] = (a[26] & !sel) | (b[26] & sel);
	assign out[27] = (a[27] & !sel) | (b[27] & sel);
	assign out[28] = (a[28] & !sel) | (b[28] & sel);
	assign out[29] = (a[29] & !sel) | (b[29] & sel);
	assign out[30] = (a[30] & !sel) | (b[30] & sel);
	assign out[31] = (a[31] & !sel) | (b[31] & sel);
endmodule
module mux2to1_5bits(a,b,sel,out); 
parameter width = 5;
        input [0:width-1] a,b;
        input sel;
        output [0:width-1] out;
        assign out[0] = (a[0] & !sel) | (b[0] & sel);
        assign out[1] = (a[1] & !sel) | (b[1] & sel);
        assign out[2] = (a[2] & !sel) | (b[2] & sel);
        assign out[3] = (a[3] & !sel) | (b[3] & sel);
        assign out[4] = (a[4] & !sel) | (b[4] & sel);
endmodule
module mux4to1(a,b,c,d,sel,out);
	parameter width = 32;
	input [width-1:0] a,b,c,d;
	input [1:0] sel;
	wire [width-1:0] i0, i1;
	output [width-1:0] out;
	mux2to1 iomux (a, b, sel[0], i0);
	mux2to1 i1mux (c, d, sel[0], i1);
	mux2to1 outmux(i0, i1, sel[1], out);
endmodule
module mux8to1(a,b,c,d,e,f,g,h,sel,out);
	parameter width = 32;
	input [width-1:0] a,b,c,d,e,f,g,h;
	input [2:0] sel;
	wire [width-1:0] i0, i1, i2, i3;
	output [width-1:0] out;
	mux2to1 i0mux (a, b, sel[0], i0);
	mux2to1 i1mux (c, d, sel[0], i1);
	mux2to1 i2mux (e, f, sel[0], i2);
	mux2to1 i3mux (g, h, sel[0], i3);
	mux4to1 outmux (i0, i1, i2, i3, sel[2:1], out);
endmodule
module mux16to1(a0,a1,a2,a3,a4,a5,a6,a7,a8,a9,a10,a11,a12,a13,a14,a15,sel,out);
	parameter width = 32;
	input [width-1:0] a0,a1,a2,a3,a4,a5,a6,a7,a8,a9,a10,a11,a12,a13,a14,a15;
	input [3:0] sel;
	wire [width-1:0] i0, i1;
	output [width-1:0] out;
	mux8to1 iomux (a0,a1,a2,a3,a4,a5,a6,a7, sel[2:0], i0);
	mux8to1 i1mux (a8,a9,a10,a11,a12,a13,a14,a15, sel[2:0], i1);
	mux2to1 outmux(i0, i1, sel[3], out);
endmodule
module mux32to1(a0,a1,a2,a3,a4,a5,a6,a7,a8,a9,a10,a11,a12,a13,a14,a15,a16,a17,a18,a19,a20,a21,a22,a23,a24,a25,a26,a27,a28,a29,a30,a31,sel,out);
	parameter width = 32;
	input [width-1:0] a0,a1,a2,a3,a4,a5,a6,a7,a8,a9,a10,a11,a12,a13,a14,a15;
	input [width-1:0] a16,a17,a18,a19,a20,a21,a22,a23,a24,a25,a26,a27,a28,a29,a30,a31;
	input [4:0] sel;
	wire [width-1:0] i0, i1, i2, i3;
	wire [2:0] nsel;
	output [width-1:0] out;
	mux8to1 i0mux (a0,a1,a2,a3,a4,a5,a6,a7, sel[2:0], i0);
	mux8to1 i1mux (a8,a9,a10,a11,a12,a13,a14,a15, sel[2:0], i1);
	mux8to1 i2mux (a16,a17,a18,a19,a20,a21,a22,a23, sel[2:0], i2);
	mux8to1 i3mux (a24,a25,a26,a27,a28,a29,a30,a31, sel[2:0], i3);
	assign nsel[2] = 0;
	assign nsel[1:0] = sel[4:3];
	mux8to1 outmux (i0, i1, i2, i3, 0, 0, 0, 0, nsel, out);
endmodule
module regFile(rst, clk, ftpt_write, ftpt_read, WrAddr, WrEn, WrData, ReadAddr1, ReadAddr2, ReadData1, ReadData2);
    input [0:31] WrData;
	input [0:4] WrAddr, ReadAddr1, ReadAddr2;
    input WrEn, clk, rst, ftpt_write, ftpt_read;
    output [0:31] ReadData1, ReadData2;
    reg [0:31] reg_file[0:31];
	reg [0:31] reg_file2[0:31];
	integer i;
    always @(negedge clk) begin
        if (ftpt_write == 0) begin  
			if(rst) begin
				for (i = 0; i < 32; i = i+1) begin
					reg_file[i] <= 32'h00000000;
				end
			end else if (WrEn) begin
				case(WrAddr)
					5'b00000: reg_file[0] <= WrData;
					5'b00001: reg_file[1] <= WrData; 
					5'b00010: reg_file[2] <= WrData; 
					5'b00011: reg_file[3] <= WrData;
					5'b00100: reg_file[4] <= WrData;
					5'b00101: reg_file[5] <= WrData;
					5'b00110: reg_file[6] <= WrData;
					5'b00111: reg_file[7] <= WrData;
					5'b01000: reg_file[8] <= WrData;
					5'b01001: reg_file[9] <= WrData;
					5'b01010: reg_file[10] <= WrData;
					5'b01011: reg_file[11] <= WrData;
					5'b01100: reg_file[12] <= WrData;
					5'b01101: reg_file[13] <= WrData;
					5'b01110: reg_file[14] <= WrData;
					5'b01111: reg_file[15] <= WrData;
					5'b10000: reg_file[16] <= WrData;
					5'b10001: reg_file[17] <= WrData;
					5'b10010: reg_file[18] <= WrData;
					5'b10011: reg_file[19] <= WrData;
					5'b10100: reg_file[20] <= WrData;
					5'b10101: reg_file[21] <= WrData;
					5'b10110: reg_file[22] <= WrData;
					5'b10111: reg_file[23] <= WrData;
					5'b11000: reg_file[24] <= WrData;
					5'b11001: reg_file[25] <= WrData;
					5'b11010: reg_file[26] <= WrData;
					5'b11011: reg_file[27] <= WrData;
					5'b11100: reg_file[28] <= WrData;
					5'b11101: reg_file[29] <= WrData;
					5'b11110: reg_file[30] <= WrData;
					5'b11111: reg_file[31] <= WrData;				
					default:;
				endcase
			end
		end else begin	 
			if(rst) begin
				for (i = 0; i < 32; i = i+1) begin
					reg_file2[i] <= 32'h00000000;
				end
			end
			else if (WrEn) begin
				case(WrAddr)
					5'b00000: reg_file2[0] <= WrData;
					5'b00001: reg_file2[1] <= WrData; 
					5'b00010: reg_file2[2] <= WrData; 
					5'b00011: reg_file2[3] <= WrData;
					5'b00100: reg_file2[4] <= WrData;
					5'b00101: reg_file2[5] <= WrData;
					5'b00110: reg_file2[6] <= WrData;
					5'b00111: reg_file2[7] <= WrData;
					5'b01000: reg_file2[8] <= WrData;
					5'b01001: reg_file2[9] <= WrData;
					5'b01010: reg_file2[10] <= WrData;
					5'b01011: reg_file2[11] <= WrData;
					5'b01100: reg_file2[12] <= WrData;
					5'b01101: reg_file2[13] <= WrData;
					5'b01110: reg_file2[14] <= WrData;
					5'b01111: reg_file2[15] <= WrData;
					5'b10000: reg_file2[16] <= WrData;
					5'b10001: reg_file2[17] <= WrData;
					5'b10010: reg_file2[18] <= WrData;
					5'b10011: reg_file2[19] <= WrData;
					5'b10100: reg_file2[20] <= WrData;
					5'b10101: reg_file2[21] <= WrData;
					5'b10110: reg_file2[22] <= WrData;
					5'b10111: reg_file2[23] <= WrData;
					5'b11000: reg_file2[24] <= WrData;
					5'b11001: reg_file2[25] <= WrData;
					5'b11010: reg_file2[26] <= WrData;
					5'b11011: reg_file2[27] <= WrData;
					5'b11100: reg_file2[28] <= WrData;
					5'b11101: reg_file2[29] <= WrData;
					5'b11110: reg_file2[30] <= WrData;
					5'b11111: reg_file2[31] <= WrData;				
					default:;
				endcase
			end
		end
	end
	mux2to1 mux1(reg_file[ReadAddr1], reg_file2[ReadAddr1], ftpt_read, ReadData1);  
	mux2to1 mux2(reg_file[ReadAddr2], reg_file2[ReadAddr2], ftpt_read, ReadData2);  
endmodule
[run.sh]
#!/bin/bash
# OpenROAD 26Q1-2900-gdf79404cd8, Yosys 0.63+post, stock flow scripts
make -C /OpenROAD-flow-scripts/flow DESIGN_CONFIG=/design/flow/config.mk WORK_HOME=/design/flow/orfs finish
==> run summary <==
CP Max Fanout - 2
Crit Path Category - flip-flop to primary output
failing checks - negative setup slack
PnR worst setup slack - -0.008892 ns
1st-pass router iterations - 12
WP data required - 10.24 ns
hold endpoint - ReadData1[30]
Core Region - 223,000 um^2
worst vdd ir - 0.1172 mV
critical path launch point type - flip-flop
switching power - 6341 uW
# H-tree levels - 4
setup tns final - -0.008892 ns
DR vias/cell - 7.233
CTS Buf Count - 225
Die Y - 476.5 um
count of tool warnings - 1,028
Post-Syn Area per Cell - 14.03 um^2
detailed-route via count - 87,240
internal power - 13,540 uW
crit-path max cell delay - 0.44 ns
Rel. slew slack - 14.65%
final wirelength - 558,000 um
hold path cells - 4
Top cell excl fill/tap - inv_1
Die X - 476.5 um
number of global-route vias before repair - 90,530
Hold Startpoint - ftpt_read
FF+latch count, synth - 2,048
Detail Route Antenna Nets - 0
Pwr per Cell Area - 174.1 nW/um^2
grt total ovfl - 0
Initial DRC Count - 13,310
fin util - 51.22%
final slew viol count - 0
clock power share - 48.8%
mapped cell area - 90,070 um^2
Area Growth Syn to Fin - 26.79%
combinational power share - 9.6%
GR Util All Layers - 52.53%
status - finished, violations left
first-pass GRT wire length - 733,100 um
Top cells excl fill/tap - inv_1, edfxtp_1, a22oi_1
final setup fails - 1
Sink Count - 2,048
Syn Inst Count - 6,422
initial antenna violation count - 81
largest net degree at the start of global routing - 73
PortBufs - 115
Synth async-reset ratio - 0%
drt drc - 0
clock root buffer master - clkbuf_16
critical path capture point type - primary output
Cell area leaders - edfxtp_1, a22oi_1, and3_1
Max Cap Viol - 0
EDFF count, synth - 2,048
CTS clk-pin slew, worst paths - 0.04 ns
Commonest flop - edfxtp_1
clock buffer depth - 3
io pins - 116
final instance area - 114,200 um^2
Chip Area - 227,100 um^2
Slew @ Worst Pin - 1.276 ns
fraction of final layout cells sized beyond drive strength 1 - 12.87%
CP arrival - 10.25 ns
Synth warnings - 5
CP max-delay cell - nor3_2
Cell Rows - 173
Seq/Total Area, Yosys - 68.28%
crit path cell chain - mux2_1 -> and3_1 -> a2111oi_0 -> o2111ai_1 -> nor3_2 -> o32ai_1 -> buf_4 -> clkdlybuf4s50_1
fillers - 18,420
sequential power share - 41.6%
Pleak - 0.04602 uW
switching part of the total power - 31.89%
Unique cell types - 76
hpwl dp - 307,500 um
fp util - 40.40%
yosys cell count - 6,422
area leader, netlist - edfxtp_1
wire per inst - 46.26 um
RSZ-0062 raised after global routing - false
pre-CTS WS - 0.7561 ns
final hold violation count - 0
Yosys Chip Area - 90,070 um^2
Yosys top cell area share - 68.28%
Placer Congestion - 1.072
placed inst area - 98,050 um^2
CTS tree - yes
class of the worst hold path - input pin to primary output
## flip-flops by register name (all words and copies together) (netlist names)
| name | cells |
|---|---|
| reg_file2 | 1024 |
| reg_file | 1024 |
## metrics by stage
step	hold WS [ns]	total power [uW]	instances
5_1_grt	6.073	20670	11970
4_1_cts	6.023	19760	11890
2_1_floorplan	5.467	9776	6422
3_3_place_gp	6.010	11010	9434
6_report	6.025	19880	12060
3_5_place_dp	6.018	11000	9434
## worst max-delay path, delay by kind of cell, from the launching register on
family	cells	cell delay, ns
AND-OR/OR-AND	3	1.04
buffers and inverters	2	0.66
AND/OR/NAND/NOR	2	0.62
flip-flops	1	0.37
multiplexers	1	0.28
## per-layer routing
layer  vias to the layer above  wire (um)  part of all wire, %  GRT usage (%)
met3                      3642     122200                   22          52.03
met1                     40250     156000                   28          49.35
met5                         -       4988                 0.89          23.15
met4                       164      58660                   11          41.28
li1                      31920          -                    -              -
met2                     11260     216100                   39          63.63
## power groups by stage
stage	Sequential [uW]	Clock (uW)	Combinational, uW
5_1_grt	8300	10500	1830
4_1_cts	8260	9780	1730
6_report	8280	9700	1900
## cell families (layout without fill, tap and decap cells)
family,after synthesis,count (layout),share of synthesized area (%)
other cells,0,171,0
mux,63,63,0.7182
simple gates,1721,1721,11.16
buf+inv,588,3081,3.151
compound gates,2002,2002,16.69
flops,2048,2048,68.28
## layout make-up
cell class              count  area, um^2  share of cell area (%)
flip-flops and latches   2048       61500                   53.85
multi-input cells        3786       26970                   23.62
clock inverters          2227        9943                   8.707
repair buffers            608        5816                   5.093
clock buffers             230        5756                   5.040
well taps                2975        3722                   3.260
diodes                    171       427.9                  0.3747
inverters                  16       60.06                 0.05259
## synthesized netlist by cell type, types with 50 or more instances
cell,count
edfxtp_1,2048
a22oi_1,1335
and3_1,571
nand3_1,279
nand4_1,278
clkbuf_1,243
buf_2,234
a21oi_1,179
a2111oi_0,156
nor2_1,142
nor4_1,120
o21ai_0,79
nor2b_1,75
nand2_1,70
o32ai_1,64
mux2i_1,50
## worst max path at each step
stage | from | to | slack (ns) | cells after the start
final | reg_file2[7][1] | ReadData1[1] | -0.009 | 8
after global routing | reg_file[1][19] | ReadData2[19] | 0.05 | 7
after CTS | reg_file2[7][1] | ReadData1[1] | 0.14 | 8
## repair_timing
| action | in CTS | in global routing |
|---|---|---|
| resized | 1 | 4 |
| endpoints found under the setup margin | 1 | 3 |
| hold buffers | 0 | 0 |
| setup buffers | 0 | 0 |
| pin swaps | 0 | 0 |
| cloned | 0 | 0 |
Power and IR drop assume default switching activity.
